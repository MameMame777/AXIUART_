--- /design/flow/config.mk ---
export PLATFORM = sky130hd
export DESIGN_NAME = Uart_Tx
export DESIGN_NICKNAME = Uart_Tx
export VERILOG_FILES = /design/flow/design.v
export SDC_FILE = /design/flow/constraint.sdc
export NUM_CORES = 4
export LEC_CHECK = 1
export CORE_UTILIZATION = 40
--- /design/flow/constraint.sdc ---
current_design Uart_Tx

set clk_period 8.0
set clk_io_pct 0.2

create_clock -name clk0 -period $clk_period [get_ports {clk}]

set non_clock_inputs [all_inputs -no_clocks]
set_input_delay [expr $clk_period * $clk_io_pct] -clock clk0 $non_clock_inputs
set_output_delay [expr $clk_period * $clk_io_pct] -clock clk0 [all_outputs]
--- /design/flow/design.v ---
`timescale 1ns / 1ps
interface axi4_lite_if #(
    parameter int ADDR_WIDTH = 32,
    parameter int DATA_WIDTH = 32
)(
    input logic clk,
    input logic rst
);
    logic [ADDR_WIDTH-1:0]  awaddr;
    logic [2:0]             awprot;
    logic                   awvalid;
    logic                   awready;
    logic [DATA_WIDTH-1:0]  wdata;
    logic [DATA_WIDTH/8-1:0] wstrb;
    logic                   wvalid;
    logic                   wready;
    logic [1:0]             bresp;
    logic                   bvalid;
    logic                   bready;
    logic [ADDR_WIDTH-1:0]  araddr;
    logic [2:0]             arprot;
    logic                   arvalid;
    logic                   arready;
    logic [DATA_WIDTH-1:0]  rdata;
    logic [1:0]             rresp;
    logic                   rvalid;
    logic                   rready;
    modport master (
        output awaddr,
        output awprot,
        output awvalid,
        input  awready,
        output wdata,
        output wstrb,
        output wvalid,
        input  wready,
        input  bresp,
        input  bvalid,
        output bready,
        output araddr,
        output arprot,
        output arvalid,
        input  arready,
        input  rdata,
        input  rresp,
        input  rvalid,
        output rready
    );
    modport slave (
        input  awaddr,
        input  awprot,
        input  awvalid,
        output awready,
        input  wdata,
        input  wstrb,
        input  wvalid,
        output wready,
        output bresp,
        output bvalid,
        input  bready,
        input  araddr,
        input  arprot,
        input  arvalid,
        output arready,
        output rdata,
        output rresp,
        output rvalid,
        input  rready
    );
    modport monitor (
        input awaddr,
        input awprot,
        input awvalid,
        input awready,
        input wdata,
        input wstrb,
        input wvalid,
        input wready,
        input bresp,
        input bvalid,
        input bready,
        input araddr,
        input arprot,
        input arvalid,
        input arready,
        input rdata,
        input rresp,
        input rvalid,
        input rready
    );
    logic aclk;
    logic aresetn;
    assign aclk = clk;
    assign aresetn = ~rst;   
endinterface
`timescale 1ns / 1ps
package axiuart_reg_pkg;
    parameter int BASE_ADDR = 32'h00001000;
    parameter int REG_CONTROL      = 32'h00001000;   
    parameter int REG_STATUS       = 32'h00001004;   
    parameter int REG_CONFIG       = 32'h00001008;   
    parameter int REG_DEBUG        = 32'h0000100C;   
    parameter int REG_TX_COUNT     = 32'h00001010;   
    parameter int REG_RX_COUNT     = 32'h00001014;   
    parameter int REG_FIFO_STAT    = 32'h00001018;   
    parameter int REG_VERSION      = 32'h0000101C;   
    parameter int REG_TEST_0       = 32'h00001020;   
    parameter int REG_TEST_1       = 32'h00001024;   
    parameter int REG_TEST_2       = 32'h00001028;   
    parameter int REG_TEST_3       = 32'h0000102C;   
    parameter int REG_TEST_4       = 32'h00001040;   
    parameter int REG_TEST_LED     = 32'h00001044;   
    parameter int REG_TEST_5       = 32'h00001050;   
    parameter int REG_TEST_6       = 32'h00001080;   
    parameter int REG_TEST_7       = 32'h00001100;   
    parameter int REGISTER_COUNT = 17;
endpackage : axiuart_reg_pkg
`timescale 1ns / 1ps
module Uart_Tx #(
    parameter int CLK_FREQ_HZ = 125_000_000,    
    parameter int BAUD_RATE = 115200,           
    parameter int OVERSAMPLE = 16               
)(
    input  logic       clk,
    input  logic       rst,
    input  logic       soft_reset_request,     
    input  logic [7:0] tx_data,                
    input  logic       tx_start,               
    input  logic       uart_cts_n,             
    input  logic [15:0] baud_divisor,          
    output logic       uart_tx,                
    output logic       tx_busy,                
    output logic       tx_done                 
);
    localparam int DEFAULT_DIV_CALC = (BAUD_RATE > 0) ? (CLK_FREQ_HZ / BAUD_RATE) : 1;
    localparam int DEFAULT_DIV_CLAMP = (DEFAULT_DIV_CALC < 1)
        ? 1
        : ((DEFAULT_DIV_CALC > 16'hFFFF) ? 16'hFFFF : DEFAULT_DIV_CALC);
    localparam logic [15:0] DEFAULT_BAUD_DIVISOR = 16'(DEFAULT_DIV_CLAMP);
    logic [15:0] config_baud_divisor;
    logic [15:0] active_baud_divisor;
    logic [15:0] baud_limit;
    logic [15:0] baud_counter;
    logic        baud_tick;
    logic [3:0] bit_counter;
    typedef enum logic [2:0] {
        IDLE,
        START_BIT,
        DATA_BITS,
        STOP_BIT
    } tx_state_t;
    tx_state_t tx_state, tx_state_next;
    logic [7:0] tx_shift_reg;
    logic [7:0] tx_shift_reg_next;
    logic [7:0] debug_uart_tx_shift_reg;     
    logic       debug_uart_tx_bit;           
    logic [2:0] debug_uart_tx_state;         
    logic [3:0] debug_uart_bit_counter;      
    always_comb begin
        int unsigned candidate;
        candidate = (baud_divisor != 16'd0) ? baud_divisor : DEFAULT_BAUD_DIVISOR;
        if (candidate < 1) begin
            candidate = 1;
        end else if (candidate > 16'hFFFF) begin
            candidate = 16'hFFFF;
        end
    config_baud_divisor = 16'(candidate);
    end
    always_ff @(posedge clk) begin
        if (rst) begin
            active_baud_divisor <= DEFAULT_BAUD_DIVISOR;
        end else if (!tx_busy) begin
            active_baud_divisor <= config_baud_divisor;
        end
    end
    always_comb begin
        baud_limit = (active_baud_divisor > 16'd0) ? (active_baud_divisor - 16'd1) : 16'd0;
    end
    always_ff @(posedge clk) begin
        if (rst) begin
            baud_counter <= '0;
        end else if (soft_reset_request) begin
            baud_counter <= '0;
        end else begin
            if (tx_busy) begin
                if (baud_counter == baud_limit) begin
                    baud_counter <= '0;
                end else begin
                    baud_counter <= baud_counter + 1;
                end
            end else begin
                baud_counter <= '0;
            end
        end
    end
    assign baud_tick = tx_busy && (baud_counter == baud_limit);
    always_ff @(posedge clk) begin
        if (rst) begin
            tx_state <= IDLE;
            bit_counter <= '0;
            tx_shift_reg <= '0;
        end else if (soft_reset_request) begin
            tx_state <= IDLE;
            bit_counter <= '0;
            tx_shift_reg <= '0;
        end else begin
            tx_state <= tx_state_next;
            tx_shift_reg <= tx_shift_reg_next;  
            if (tx_state_next == IDLE) begin
                bit_counter <= '0;
            end else if (tx_state == DATA_BITS && baud_tick && bit_counter <= 7) begin
                bit_counter <= bit_counter + 1;
            end
        end
    end
    always_comb begin
        tx_state_next = tx_state;
        tx_shift_reg_next = tx_shift_reg;  
        case (tx_state)
            IDLE: begin
                if (tx_start && !uart_cts_n) begin
                    tx_state_next = START_BIT;
                    tx_shift_reg_next = tx_data;  
                end
            end
            START_BIT: begin
                if (baud_tick && !uart_cts_n) begin
                    tx_state_next = DATA_BITS;
                end
            end
            DATA_BITS: begin
                if (baud_tick) begin
                    if (bit_counter >= 7) begin
                        tx_state_next = STOP_BIT;
                    end else begin
                        tx_shift_reg_next = {1'b0, tx_shift_reg[7:1]};
                    end
                end
            end
            STOP_BIT: begin
                if (baud_tick) begin
                    tx_state_next = IDLE;
                end
            end
        endcase
    end
    logic uart_tx_int;
    logic tx_done_int;
    always_comb begin
        uart_tx_int = 1'b1;   
        case (tx_state)
            IDLE:      uart_tx_int = 1'b1;          
            START_BIT: uart_tx_int = 1'b0;          
            DATA_BITS: uart_tx_int = tx_shift_reg[0];  
            STOP_BIT:  uart_tx_int = 1'b1;          
            default:   uart_tx_int = 1'b1;          
        endcase
    end
    always_ff @(posedge clk) begin
        if (rst) begin
            tx_done_int <= 1'b0;
        end else begin
            tx_done_int <= (tx_state == STOP_BIT) && baud_tick;
        end
    end
    assign uart_tx = uart_tx_int;
    assign tx_busy = (tx_state != IDLE);
    assign tx_done = tx_done_int;
    assign debug_uart_tx_shift_reg = tx_shift_reg;
    assign debug_uart_tx_bit = uart_tx_int;
    assign debug_uart_tx_state = tx_state;
    assign debug_uart_bit_counter = bit_counter;
endmodule
--- /design/flow/run.sh ---
#!/bin/bash
# OpenROAD 26Q1-2900-gdf79404cd8, Yosys 0.63+post, stock flow scripts
make -C /OpenROAD-flow-scripts/flow DESIGN_CONFIG=/design/flow/config.mk WORK_HOME=/design/flow/orfs finish
==> results.cfg <==
; generated from flow reports
[yosys]
syn_area_per_cell_um2 = 8.21
synth_seq_share_pct = 30.6
edf_count = 0
synthArstFlopShare_pct = 0
ys_cells = 383
flop_cell = dfxtp_1
ys_ff = 48
synth_area_mm2 = 0.00314
synthCells = 383
yosys.cell_types.count = 74
yosysWarnings = 1
yosys_area_mm2 = 0.00314

[clock_tree]
cts_buffers = 5
clkSinkCount = 48
cts_resized = 0
clockBufferDepth = 2
post_cts_buffers = 0
root_buffer = clkbuf_8
h-tree-depth = 2
cts_hold_buffers = 0
insertion_delay_ps = 300
tritoncts = done
cts.clk_slew.worst_paths_ps = 90

[global_route]
track_usage_pct = 18.4
grt_start_max_net_pins = 20
grt_pass1_wl_mm = 12.2
grt_pass1_vias = 2542
grt_overflow = 0
antenna_found_initial = 0

[power_and_ir_drop]
leakagePower_nw = 1.16
ir_worst_vdd_v = 0.0000768
power_density_mw_per_mm2 = 141

[setup_path]
critical_path_class = register to register
arrival_ps = 3720
cp_max_fo = 9
crit_buf_inv = 1
slowest_delay_ps = 610
cpLargestDelayFamily = simple AND/OR/NAND/NOR gates
crit_slowest_cell = or4b_2
cpMostUsedCell = nand3_1
rrSetupSlack_ps = 4480
worstSetupStartpointType = register
critPathRequiredTime_ps = 8200
reg2reg_depth = 11
worstReg2RegStart = active_baud_divisor[0]
endpoint_kind = register
reg2reg_to = tx_shift_reg[7]
path_cells = inv_1 > ha_1 > nor3b_2 > nand3_1 > xnor2_1 > or4b_2 > nand3_1 > nand3_1 > nor3_1 > o21ai_1 > a31o_1

[die]
num_io_pins = 32
rows = 31
dieArea_mm2 = 0.00822
die_h_um = 90.6
core_mm2 = 0.00741
die_w_um = 90.6
fp-utilization_pct = 42.4

[route]
dr_total_vias = 2751
drc_errors = 0
diodes = 0
drt_first_iter_violations = 92
drt-pass1-iter-count = 4
via_per_inst = 5.49
ant_nets = 0
wl_per_cell_um = 14.1
wl_mm = 7.09

[sta]
maxSlewViolCount = 0
tightest_slew_ps = 795
max_freq_ghz = 0.284
finalSetupViolations = 0
finalClockSkew_ps = 5.15
tns_ps = 0
period_used_pct = 44.0
maxSlewHeadroom_pct = 46.8
fin_crit_ps = 3520
rsz0062_at_grt = false
hold_viol = 0

[worst_hold_path]
whs_path_depth = 2
min_path_type = register to register
whs_endpoint = tx_shift_reg[5]
min_from = tx_shift_reg[5]

[cells_and_area]
drive_above_1_share_pct = 8.71
layout.cells.non_filler = 501
layout_top_cell = dfxtp_1
area_delta_synth_final_pct = 13.3
lay_top_cells = 48 x dfxtp_1, 41 x nor2_1, 31 x clkdlybuf4s50_1

[run]
maxCapViolCount = 0
tool_warnings = 25

[placement]
dp.cells = 493
detailed_place_hpwl_mm = 5.50
place_congestion = 0.878
port_buffers = 31

[outcome]
status = complete, no violations
==> Yosys cell counts, drive strengths merged (3+ instances only) <==
| cell | number | area share [%] |
|---|---|---|
| a21oi | 15 | 2.5 |
| a22oi | 9 | 2.1 |
| and2 | 6 | 1.3 |
| and3 | 7 | 1.4 |
| and4 | 3 | 0.88 |
| buf | 10 | 2.7 |
| clkbuf | 13 | 1.9 |
| dfxtp | 48 | 31 |
| ha | 3 | 1.2 |
| inv | 19 | 2.3 |
| nand2 | 16 | 1.9 |
| nand2b | 10 | 2.0 |
| nand3 | 17 | 2.9 |
| nand4 | 9 | 1.8 |
| nand4b | 3 | 1.3 |
| nor2 | 41 | 4.9 |
| nor3 | 19 | 3.2 |
| nor4 | 13 | 2.8 |
| o211ai | 7 | 1.7 |
| o21ai | 7 | 1.1 |
| o22ai | 8 | 1.6 |
| or2 | 4 | 0.80 |
| or3 | 15 | 3.0 |
| or4 | 5 | 1.6 |
| xnor2 | 22 | 6.1 |
| xor2 | 12 | 3.3 |
==> area by class of cell <==
| cell class | count | area [um2] |
|---|---|---|
| Multi-Input combinational cell | 293 | 1970 |
| Inverter | 19 | 71.3 |
| Tap cell | 99 | 124 |
| Clock buffer | 6 | 72.6 |
| Fill cell | 714 | 3850 |
| Clock inverter | 2 | 35.0 |
| Timing Repair Buffer | 34 | 333 |
| Sequential cell | 48 | 961 |
==> how the worst max path moves through the flow <==
stage                             startpoint          endpoint  slack, ps  depth (start not counted)
final                 active_baud_divisor[0]   tx_shift_reg[7]       4480                         11
after global routing                     rst  baud_counter[15]       4250                          4
after CTS                                rst  baud_counter[14]       4500                          4
==> layer usage <==
metal / vias to the layer above / track usage [%] / routed length [um]
met5: - / 0 / 0
met4: 0 / 2.02 / 85
met3: 6 / 1.88 / 195
met2: 45 / 28.1 / 3090
met1: 1274 / 29.6 / 3720
li1: 1426 / - / -
==> kinds of logic after synthesis <==
family	after synthesis	synth area share [%]
AOI/OAI and AO/OA	74	17.3
xor gates and xnor gates	34	9.47
adders and majority gates	3	1.19
buffers and inverters	42	6.89
DFF	48	30.6
muxes	2	0.637
and+or+nand+nor	180	33.9
==> tightest hold or removal path, delay by kind of cell (launching register included) <==
kind	cells	cell delay, ps
AOI/OAI and AO/OA	1	50
DFF	1	310
buffers and inverters	1	40
==> power by group <==
group          internal, mW  switching, mW
Clock                0.0928         0.0794
Combinational        0.0379         0.0338
Sequential            0.246         0.0111
Total                 0.376          0.124
==> metrics by stage <==
stage          setup WS [ps]  area [um2]  hold slack [ps]  utilization, %  power (mW)
4_1_cts                 4500        3560              445            48.1       0.506
3_5_place_dp            4190        3450              431            46.6       0.334
2_1_floorplan           5050        3140              420               -       0.309
3_3_place_gp            4240        3450              429            46.6       0.333
6_report                4480        3560              443            48.1       0.501
5_1_grt                 4250        3560              454            48.1       0.524
Power figures rest on the tool's default switching activity, not on a simulated workload.
