==> flow/design.v <==
`timescale 1ns / 1ps
interface axi4_lite_if #(
    parameter int ADDR_WIDTH = 32,
    parameter int DATA_WIDTH = 32
)(
    input logic clk,
    input logic rst
);
    logic [ADDR_WIDTH-1:0]  awaddr;
    logic [2:0]             awprot;
    logic                   awvalid;
    logic                   awready;
    logic [DATA_WIDTH-1:0]  wdata;
    logic [DATA_WIDTH/8-1:0] wstrb;
    logic                   wvalid;
    logic                   wready;
    logic [1:0]             bresp;
    logic                   bvalid;
    logic                   bready;
    logic [ADDR_WIDTH-1:0]  araddr;
    logic [2:0]             arprot;
    logic                   arvalid;
    logic                   arready;
    logic [DATA_WIDTH-1:0]  rdata;
    logic [1:0]             rresp;
    logic                   rvalid;
    logic                   rready;
    modport master (
        output awaddr,
        output awprot,
        output awvalid,
        input  awready,
        output wdata,
        output wstrb,
        output wvalid,
        input  wready,
        input  bresp,
        input  bvalid,
        output bready,
        output araddr,
        output arprot,
        output arvalid,
        input  arready,
        input  rdata,
        input  rresp,
        input  rvalid,
        output rready
    );
    modport slave (
        input  awaddr,
        input  awprot,
        input  awvalid,
        output awready,
        input  wdata,
        input  wstrb,
        input  wvalid,
        output wready,
        output bresp,
        output bvalid,
        input  bready,
        input  araddr,
        input  arprot,
        input  arvalid,
        output arready,
        output rdata,
        output rresp,
        output rvalid,
        input  rready
    );
    modport monitor (
        input awaddr,
        input awprot,
        input awvalid,
        input awready,
        input wdata,
        input wstrb,
        input wvalid,
        input wready,
        input bresp,
        input bvalid,
        input bready,
        input araddr,
        input arprot,
        input arvalid,
        input arready,
        input rdata,
        input rresp,
        input rvalid,
        input rready
    );
    logic aclk;
    logic aresetn;
    assign aclk = clk;
    assign aresetn = ~rst;   
endinterface
`timescale 1ns / 1ps
package axiuart_reg_pkg;
    parameter int BASE_ADDR = 32'h00001000;
    parameter int REG_CONTROL      = 32'h00001000;   
    parameter int REG_STATUS       = 32'h00001004;   
    parameter int REG_CONFIG       = 32'h00001008;   
    parameter int REG_DEBUG        = 32'h0000100C;   
    parameter int REG_TX_COUNT     = 32'h00001010;   
    parameter int REG_RX_COUNT     = 32'h00001014;   
    parameter int REG_FIFO_STAT    = 32'h00001018;   
    parameter int REG_VERSION      = 32'h0000101C;   
    parameter int REG_TEST_0       = 32'h00001020;   
    parameter int REG_TEST_1       = 32'h00001024;   
    parameter int REG_TEST_2       = 32'h00001028;   
    parameter int REG_TEST_3       = 32'h0000102C;   
    parameter int REG_TEST_4       = 32'h00001040;   
    parameter int REG_TEST_LED     = 32'h00001044;   
    parameter int REG_TEST_5       = 32'h00001050;   
    parameter int REG_TEST_6       = 32'h00001080;   
    parameter int REG_TEST_7       = 32'h00001100;   
    parameter int REGISTER_COUNT = 17;
endpackage : axiuart_reg_pkg
`timescale 1ns / 1ps
module fifo_sync #(
    parameter int DATA_WIDTH = 8,
    parameter int FIFO_DEPTH = 64,
    parameter int ADDR_WIDTH = $clog2(FIFO_DEPTH),
    parameter int COUNT_WIDTH = $clog2(FIFO_DEPTH) + 1   
)(
    input  logic                    clk,
    input  logic                    rst,
    input  logic                    wr_en,
    input  logic [DATA_WIDTH-1:0]   wr_data,
    output logic                    full,
    output logic                    almost_full,
    input  logic                    rd_en,
    output logic [DATA_WIDTH-1:0]   rd_data,
    output logic                    empty,
    output logic                    almost_empty,
    output logic [COUNT_WIDTH-1:0]  count
);
    logic [DATA_WIDTH-1:0] mem [0:FIFO_DEPTH-1];
    logic [ADDR_WIDTH-1:0] wr_ptr;
    logic [ADDR_WIDTH-1:0] rd_ptr;
    logic [COUNT_WIDTH-1:0] fifo_count;
    always_ff @(posedge clk) begin
        if (rst) begin
            wr_ptr <= '0;
            rd_ptr <= '0;
            fifo_count <= '0;
        end else begin
            if (wr_en && !full) begin
                mem[wr_ptr] <= wr_data;
                wr_ptr <= (wr_ptr == FIFO_DEPTH-1) ? '0 : wr_ptr + 1;
            end
            if (rd_en && !empty) begin
                rd_ptr <= (rd_ptr == FIFO_DEPTH-1) ? '0 : rd_ptr + 1;
            end
            case ({wr_en && !full, rd_en && !empty})
                2'b01: fifo_count <= fifo_count - 1;   
                2'b10: fifo_count <= fifo_count + 1;   
                default: fifo_count <= fifo_count;     
            endcase
        end
    end
    assign rd_data = mem[rd_ptr];
    assign empty = (fifo_count == 0);
    assign full = (fifo_count == FIFO_DEPTH);
    assign almost_empty = (fifo_count <= 1);
    assign almost_full = (fifo_count >= FIFO_DEPTH-1);
    assign count = fifo_count;
endmodule
==> flow/run.sh <==
#!/bin/bash
# OpenROAD 26Q1-2900-gdf79404cd8, Yosys 0.63+post, stock flow scripts
make -C /OpenROAD-flow-scripts/flow DESIGN_CONFIG=/design/flow/config.mk WORK_HOME=/design/flow/orfs finish
==> flow/config.mk <==
export PLATFORM = sky130hd
export DESIGN_NAME = fifo_sync
export DESIGN_NICKNAME = fifo_sync
export VERILOG_FILES = /design/flow/design.v
export SDC_FILE = /design/flow/constraint.sdc
export NUM_CORES = 4
export LEC_CHECK = 1
export CORE_UTILIZATION = 50
==> flow/constraint.sdc <==
current_design fifo_sync

set clk_period 18.0
set clk_io_pct 0.2

create_clock -name clk0 -period $clk_period [get_ports {clk}]

set non_clock_inputs [all_inputs -no_clocks]
set_input_delay [expr $clk_period * $clk_io_pct] -clock clk0 $non_clock_inputs
set_output_delay [expr $clk_period * $clk_io_pct] -clock clk0 [all_outputs]
==> results_slide.txt <==
Physical Implementation Snapshot

Synthesis
  – YS warnings: 1
  – Mapped cell area: 21,000 µm²
  – Count of different cell masters after synthesis: 55
  – Count of library flops with an enable pin: 512
  – Fraction of the yosys area taken by sequential cells: between 70% and 80%
  – Area share of the largest cell type after synthesis: 73.1%
  – Cells in synth_stat.txt: about 1,100
  – Post-synth regs: 537
  – Yosys top cell by area: edfxtp_1
  – Top cells by area: edfxtp_1 (73%), mux4_2 (14%), dfxtp_1 (2.4%)
  – Cell with the most instances after synthesis: edfxtp_1
  – Syn Area/Cell: 19.9 µm²
  – Cells after synthesis: roughly 1,100
  – Dominant register cell: edfxtp_1
  – Proportion of register bits with asynchronous set or reset after synthesis: 0%
  – Post-synth area from yosys stat: 21,000 µm²
  – Top cell types by occurrence after synthesis: edfxtp_1 (512), mux4_2 (128), nor2_1 (89)

Die
  – Io pins: 31
  – Vertical extent of the die: slightly above 200 µm
  – Number of core rows: 74
  – Chip area: 42,900 µm²
  – Placeable core region: 41,200 µm²
  – FP Util: roughly 51%
  – Die width: 207 µm

Min path
  – Type of the worst min-delay path: register to register
  – Instance count along the most critical hold path: 2
  – Critical hold path startpoint: rd_ptr[1]

Final timing
  – Final TNS setup: 0 ns
  – Post-layout period usage of the worst path: 42.2%
  – Setup-failing EPs final: 0
  – Final Hold Violating Endpoints: 0
  – Worst Clk Skew: 0.0139 ns
  – Unrepaired setup endpoints after global routing: false
  – Min Clock Period, post-route: approximately 7.6 ns
  – Highest clock frequency the design can meet: 0.132 GHz
  – Number of slew-limit violations in the final report: 0
  – Worst Tran Pin Value: 0.978 ns
  – Max_slew headroom: 34.6%

Critical path
  – Startpoint kind of the worst setup timing path: register
  – Type of the worst setup path: register to output port
  – Required time of the critical path: between 10 and 15 ns
  – Reg2reg start: fifo_count[2]
  – Critical Path Sink Type: output port
  – R2r endpoint: fifo_count[5]
  – CP Max Fanout: 35
  – Arrival @ worst endpoint: about 4.0 ns
  – Register-to-Register Setup Slack: between 10 and 15 ns
  – Number of cells traversed by the worst register-to-register path: 8

Clock network
  – TritonCTS buffer count: 55
  – TritonCTS clock tree: done
  – Buffer cell driving the clock tree root: clkbuf_16
  – Post-CTS clock slew at the launch and capture registers of the worst setup and hold paths: 0.06 ns
  – Number of gates resized after cts: 0
  – Number of buffers on the longest clock path: 3
  – Total clock sinks: between 500 and 600
  – Worst skew pair latency: 0.59 ns
  – Number of buffers inserted by post-CTS setup repair: 0
  – Post-cts hold-fix buffer tally: 0
  – CTS H-tree depth: 2

GRT
  – Total routing usage reported by global routing: 25.1%
  – Number of antenna violations at the first check in global routing: 0
  – Number of global-route vias before repair: 11,221
  – Pin count of the biggest net entering global routing: ~65
  – Wire length of the first global-routing pass: between 70,000 and 80,000 µm
  – Total congestion overflow after global routing: 0

Drt
  – Ratio of routed vias to standard cells: about 6
  – Number of search-and-repair iterations in the first detailed-routing pass: 5
  – Number of remaining DRC errors: 0
  – Antenna cells: 0
  – Final antenna-violating net count: 0
  – DRT iter0 DRCs: around 670
  – Total wire length after detailed routing: 46,200 µm
  – Average wire per standard cell: between 20 and 30 µm
  – Total vias in the final route: 10,307

Flow run
  – Total of max-cap violations: 0
  – OpenROAD warnings: 28

Finish
  – Post-route design area: around 24,000 µm²
  – Filler instances: a little under 3,000
  – Register cell area after layout: 15,900 µm²
  – Multi-input gate area: 4840 µm²
  – Ratio of cells with drive above 1 in the final layout: 23.9%
  – Layout-stage area growth over the synthesis result: 13.3%

Placement
  – Quantity of I/O buffers inserted on ports: 30
  – Detailed placer's ending HPWL: roughly 27,000 µm
  – Placed cell area: ~22,000 µm²
  – Weighted congestion at the end of routability-driven global placement: between 0.8 and 0.9

Outcome
  – Result of the run: finished clean

Power and ir drop
  – Max VDD drop: 0.0987 mV
  – Lkg Pwr: approximately 0.0073 µW
  – Cell area power density: 129 nW/µm²
  – Total chip power: 3070 µW
## cell families after synthesis
group           after synthesis  share of synthesized area, %
xor+xnor                     10                         0.416
fa+ha+maj                     7                         0.416
compound gates              106                          3.61
buf+inv                      72                          1.59
flops                       537                          75.4
mux                         145                          14.5
simple gates                180                          4.01
## state kept, by name (all words and copies together), names as in the netlist, named ones only
signal and count:
fifo_count 7, wr_ptr 6, mem 512, rd_ptr 6
## metrics by stage
stage,hold WS [ns],utilization (%),setup slack (ns),std cells
finish,0.484,57.9,10.40,1710
floorplan,0.465,-,12.55,1057
detailed placement,0.483,53.6,10.95,1612
global placement,0.478,53.6,10.95,1612
global route,0.531,57.9,10.11,1710
CTS,0.491,57.9,10.30,1710
## cell type report
cell class | count | share of cell area, %
clock buffers | 70 | 6.19
clock inverters | 28 | 1.16
inverters | 12 | 0.189
multi-input cells | 448 | 20.3
flip-flops and latches | 537 | 66.6
well taps | 532 | 2.79
repair buffers | 83 | 2.76
## metal layers
metal	track usage, %	vias up	wire length (µm)
met4	5.28	2	1150
met5	0.779	-	46
li1	-	4515	-
met2	34.9	538	21300
met1	38.7	5173	17200
met3	15.3	79	6480
## placed cells by master (no fill, tap or decap), types with 10 or more instances in the layout
| cell | netlist | layout |
|---|---|---|
| dfxtp_1 | 25 | 22 |
| o21ai_0 | 10 | 10 |
| edfxtp_1 | 512 | 512 |
| clkbuf_16 | 0 | 57 |
| inv_1 | 11 | 11 |
| clkdlybuf4s50_1 | 0 | 22 |
| a22oi_1 | 22 | 22 |
| nand3_1 | 16 | 16 |
| a21oi_1 | 19 | 19 |
| buf_4 | 4 | 53 |
| clkinv_2 | 0 | 12 |
| mux4_2 | 128 | 128 |
| nor2_1 | 89 | 89 |
| mux2i_1 | 15 | 15 |
| nand2_1 | 23 | 23 |
| o221ai_1 | 11 | 11 |
| clkbuf_1 | 25 | 13 |
## power by group
part,switching (µW),internal [µW]
Sequential,48.4,1380
Combinational,245,285
Clock,460,649
## critical path, stage by stage (launching register included)
cell	delay, ns
dfxtp_4	0.82
buf_4	0.66
mux4_2	0.59
a22oi_1	0.31
a21boi_0	0.24
a221o_1	0.33
clkdlybuf4s50_1	0.41
## worst max path at each step
stage | startpoint | end | slack (ns) | cells past startpoint
CTS | register | rd_data[6] | 10.30 | 6
global route | register | rd_data[1] | 10.11 | 6
finish | register | rd_data[5] | 10.40 | 6
Power and IR drop assume default switching activity.
