### run.sh
#!/bin/bash
# OpenROAD 26Q1-2900-gdf79404cd8, Yosys 0.63+post, stock flow scripts
make -C /OpenROAD-flow-scripts/flow DESIGN_CONFIG=/design/flow/config.mk WORK_HOME=/design/flow/orfs finish
### constraint.sdc
current_design Address_Aligner

set clk_period 2.1
set clk_io_pct 0.2

create_clock -name clk0 -period $clk_period

set non_clock_inputs [all_inputs -no_clocks]
set_input_delay [expr $clk_period * $clk_io_pct] -clock clk0 $non_clock_inputs
set_output_delay [expr $clk_period * $clk_io_pct] -clock clk0 [all_outputs]
### config.mk
export PLATFORM = sky130hd
export DESIGN_NAME = Address_Aligner
export DESIGN_NICKNAME = Address_Aligner
export VERILOG_FILES = /design/flow/design.v
export SDC_FILE = /design/flow/constraint.sdc
export NUM_CORES = 4
export LEC_CHECK = 1
export CORE_AREA = 10 10 70 70
export DIE_AREA = 0 0 80 80
### design.v
`timescale 1ns / 1ps
interface axi4_lite_if #(
    parameter int ADDR_WIDTH = 32,
    parameter int DATA_WIDTH = 32
)(
    input logic clk,
    input logic rst
);
    logic [ADDR_WIDTH-1:0]  awaddr;
    logic [2:0]             awprot;
    logic                   awvalid;
    logic                   awready;
    logic [DATA_WIDTH-1:0]  wdata;
    logic [DATA_WIDTH/8-1:0] wstrb;
    logic                   wvalid;
    logic                   wready;
    logic [1:0]             bresp;
    logic                   bvalid;
    logic                   bready;
    logic [ADDR_WIDTH-1:0]  araddr;
    logic [2:0]             arprot;
    logic                   arvalid;
    logic                   arready;
    logic [DATA_WIDTH-1:0]  rdata;
    logic [1:0]             rresp;
    logic                   rvalid;
    logic                   rready;
    modport master (
        output awaddr,
        output awprot,
        output awvalid,
        input  awready,
        output wdata,
        output wstrb,
        output wvalid,
        input  wready,
        input  bresp,
        input  bvalid,
        output bready,
        output araddr,
        output arprot,
        output arvalid,
        input  arready,
        input  rdata,
        input  rresp,
        input  rvalid,
        output rready
    );
    modport slave (
        input  awaddr,
        input  awprot,
        input  awvalid,
        output awready,
        input  wdata,
        input  wstrb,
        input  wvalid,
        output wready,
        output bresp,
        output bvalid,
        input  bready,
        input  araddr,
        input  arprot,
        input  arvalid,
        output arready,
        output rdata,
        output rresp,
        output rvalid,
        input  rready
    );
    modport monitor (
        input awaddr,
        input awprot,
        input awvalid,
        input awready,
        input wdata,
        input wstrb,
        input wvalid,
        input wready,
        input bresp,
        input bvalid,
        input bready,
        input araddr,
        input arprot,
        input arvalid,
        input arready,
        input rdata,
        input rresp,
        input rvalid,
        input rready
    );
    logic aclk;
    logic aresetn;
    assign aclk = clk;
    assign aresetn = ~rst;   
endinterface
`timescale 1ns / 1ps
package axiuart_reg_pkg;
    parameter int BASE_ADDR = 32'h00001000;
    parameter int REG_CONTROL      = 32'h00001000;   
    parameter int REG_STATUS       = 32'h00001004;   
    parameter int REG_CONFIG       = 32'h00001008;   
    parameter int REG_DEBUG        = 32'h0000100C;   
    parameter int REG_TX_COUNT     = 32'h00001010;   
    parameter int REG_RX_COUNT     = 32'h00001014;   
    parameter int REG_FIFO_STAT    = 32'h00001018;   
    parameter int REG_VERSION      = 32'h0000101C;   
    parameter int REG_TEST_0       = 32'h00001020;   
    parameter int REG_TEST_1       = 32'h00001024;   
    parameter int REG_TEST_2       = 32'h00001028;   
    parameter int REG_TEST_3       = 32'h0000102C;   
    parameter int REG_TEST_4       = 32'h00001040;   
    parameter int REG_TEST_LED     = 32'h00001044;   
    parameter int REG_TEST_5       = 32'h00001050;   
    parameter int REG_TEST_6       = 32'h00001080;   
    parameter int REG_TEST_7       = 32'h00001100;   
    parameter int REGISTER_COUNT = 17;
endpackage : axiuart_reg_pkg
`timescale 1ns / 1ps
module Address_Aligner (
    input  logic [31:0] addr,            
    input  logic [1:0]  size,            
    output logic        addr_ok,         
    output logic [3:0]  wstrb,           
    output logic [2:0]  status_code      
);
    localparam [2:0] STATUS_OK        = 3'h0;   
    localparam [2:0] STATUS_CMD_INV   = 3'h2;   
    localparam [2:0] STATUS_ADDR_ALIGN = 3'h3;  
    always_comb begin
        addr_ok = 1'b0;
        wstrb = 4'b0000;
        status_code = STATUS_CMD_INV;
        unique case (size)
            2'b00: begin   
                wstrb = 4'b0001 << addr[1:0];
                addr_ok = 1'b1;
                status_code = STATUS_OK;
            end
            2'b01: begin   
                if (addr[0] == 1'b0) begin
                    wstrb = addr[1] ? 4'b1100 : 4'b0011;
                    addr_ok = 1'b1;
                    status_code = STATUS_OK;
                end else begin
                    wstrb = 4'b0000;
                    addr_ok = 1'b0;
                    status_code = STATUS_ADDR_ALIGN;
                end
            end
            2'b10: begin   
                if (addr[1:0] == 2'b00) begin
                    wstrb = 4'b1111;
                    addr_ok = 1'b1;
                    status_code = STATUS_OK;
                end else begin
                    wstrb = 4'b0000;
                    addr_ok = 1'b0;
                    status_code = STATUS_ADDR_ALIGN;
                end
            end
            2'b11: begin   
                wstrb = 4'b0000;
                addr_ok = 1'b0;
                status_code = STATUS_CMD_INV;
            end
            default: begin
                wstrb = 4'b0000;
                addr_ok = 1'b0;
                status_code = STATUS_CMD_INV;
            end
        endcase
    end
endmodule
==> summary.txt <==
outcome - finished, final reports clean
floorplan die height - 80 um
detailed-route via count - 200
first-pass GRT wire length - 1.03 mm
post-synthesis instance area - 161 um^2
final antenna-violating net count - 0
count of warning messages emitted by the tools - 62
number of flip-flops and latches - 0
global router's overall resource usage - 1.96%
post-detail-place hpwl - 517 um
data arrival time of the worst path - 1.58 ns
sequential cell area fraction in the yosys report - 0%
RSZ-0062 raised after global routing - no
detailed-router iteration count before antenna repair - 2
Final Wtd Congestion - 0.683
maximum ir drop on the vdd rail - 0.0707 mV
layout cell share with drive strength beyond 1 - 23.5%
I/O Pins - 42
Yosys Chip Area - 161 um^2
most instantiated logic cell after routing - sky130_fd_sc_hd__dlygate4sd2_1
min cycle time layout - 2.00 ns
final-layout worst hold slack - 1.35 ns
cell total in the yosys stat output - 22
worst-case setup slack after placement - -0.235 ns
signed area change from the synthesized netlist to the final layout - 114%
power density over the cells - 173 nW/um^2
longest individual stage delay on the worst path - 0.40 ns
maximum number of pins on one net before global-route repair - 10
number of rows in the core area - 21
Setup CP Type - in2out
worst setup slack after layout - 0.102 ns
wire length reported by the detailed router - 661 um
number of setup violations in the final report - 0
via count of the first global-routing pass - 203
initial antenna violation count - 0
slowest stage cell, crit path - sky130_fd_sc_hd__clkdlybuf4s50_1
remaining global-route overflow - 0
number of remaining DRC errors - 0
FP Core Util - 4.73%
Critical Path Sink Type - output pin
detailed-route wire length per cell - 8.26 um
max-slew violation count - 0
final clock period utilization by the worst path - 95.2%
Chip Footprint - 6400 um^2
setup total negative slack - 0 ns
antenna diode instance count - 0
gate count of the mapped netlist - 22
largest fanout on the critical path - 6
Port-buffer cells - 11
Hold Fails Final Rpt - 0
mean area per synthesized cell - 7.34 um^2
type of origin of the critical path - input port
peak clock frequency supported by timing - 0.500 GHz
standby leakage power - 0.146 nW
Starting DRT DRC Count - 2
layout clock buffer count - 0
placeable core area - 3420 um^2
class of the tightest hold or removal check - in2out
Die X - 80 um
most numerous logic cells after layout - 6 x sky130_fd_sc_hd__dlygate4sd2_1, 3 x sky130_fd_sc_hd__clkdlybuf4s50_1, 3 x sky130_fd_sc_hd__buf_6
area taken by flip-flops and latches - 0 um^2
yosys warns - 1
number of unique standard cell types used by synthesis - 20
vias per inst - 2.50
required time at the worst-slack endpoint - 1.68 ns
maximum capacitance violations - 0
worst path cell trace - dlygate4sd2_1 -> buf_6 -> o21a_1 -> o22a_1 -> clkdlybuf4s50_1
kinds of logic (layout without fill, tap and decap cells):
| kind of cell | count (synthesis) | in the layout | share of synthesized area, % |
|---|---|---|---|
| buffers and inverters | 5 | 17 | 24.0 |
| AND/OR/NAND/NOR | 4 | 4 | 15.5 |
| XOR/XNOR | 3 | 3 | 16.3 |
| AND-OR/OR-AND | 9 | 9 | 41.9 |
| other | 1 | 1 | 2.32 |
critical path: cells and delay by family:
kind	cells	cell delay, ns
buffers and inverters	3	0.79
AOI/OAI and AO/OA	2	0.37
Yosys cell counts (all sizes together):
master / instances / share of area [%]
o211a: 1 / 6.2
nor2: 1 / 2.3
o21a: 1 / 4.7
o21ai: 1 / 3.1
o2bb2ai: 1 / 5.4
o22a: 1 / 5.4
xnor2: 1 / 5.4
inv: 1 / 2.3
or3b: 1 / 5.4
a21oi: 1 / 3.1
xor2: 2 / 11
nand2b: 1 / 3.9
a211oi: 1 / 4.7
o22ai: 1 / 3.9
conb: 1 / 2.3
buf: 4 / 22
nor2b: 1 / 3.9
a22o: 1 / 5.4
per-stage QoR:
stage,total power (W),area (um^2),instances,utilization [%]
after global placement,0.0000563,317,78,9.27
after detailed placement,0.0000572,317,78,9.27
after global routing,0.0000661,345,80,10.1
after CTS,0.0000568,333,79,9.74
final,0.0000596,345,80,10.1
after floorplan,0.0000259,161,22,-
final timing paths:
check / to / from / slack, ns / cells past startpoint
worst max-delay path: status_code[1] / addr[1] / 0.10 / 5
worst min-delay path: wstrb[2] / addr[0] / 1.35 / 3
power breakdown:
part	internal (W)	total [W]	switching (W)
sequential	0	0	0
clock	0	0	0
combinational	0.0000364	0.0000596	0.0000232
area by class of cell:
cell class                      instances  area, um^2
Inverter                                1        3.75
Tap cell                               46        57.6
Timing Repair Buffer                   16         146
Fill cell                             410        3070
Multi-Input combinational cell         17         138
routing by layer:
layer  part of all wire [%]  vias up  GRT usage, %
met5                      0        -             0
met4                      0        0             0
met3                     10        0         0.795
met1                     68       86          3.63
li1                       -      102             -
met2                     22       12          1.85
timing repair:
| item | CTS | global route |
|---|---|---|
| endpoints found under the setup margin | 7 | 2 |
| resized | 13 | 4 |
| setup buffers | 1 | 1 |
| hold buffers | 0 | 0 |
Power is estimated from default activity; no workload was simulated.
